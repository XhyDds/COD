<file path="flow/design.v">
`timescale 1ns / 1ps
module Adder32(
    input   [31:0] a,b,
    input         ci,
    output  [31:0] s,
    output        co
    );
    wire c_mid1;
    wire c_mid2;
    wire c_mid3;
    Adder8 add1(
        .a      (a[7:0]),
        .b      (b[7:0]),
        .ci     (ci),
        .s      (s[7:0]),
        .co     (c_mid1)
    );
    Adder8 add2(
        .a      (a[15:8]),
        .b      (b[15:8]),
        .ci     (c_mid1),
        .s      (s[15:8]),
        .co     (c_mid2)
    );
    Adder8 add3(
        .a      (a[23:16]),
        .b      (b[23:16]),
        .ci     (c_mid2),
        .s      (s[23:16]),
        .co     (c_mid3)
    );
    Adder8 add4(
        .a      (a[31:24]),
        .b      (b[31:24]),
        .ci     (c_mid3),
        .s      (s[31:24]),
        .co     (co)
    );
endmodule
`timescale 1ns / 1ps
module Adder8(
    input   [7:0] a,b,
    input         ci,
    output  [7:0] s,
    output        co
    );
        wire    [7:0] C;
        wire    [7:0] G;
        wire    [7:0] P;
        assign  G = a & b;
        assign  P = a ^ b;
        genvar j1;
        genvar j2;
        generate
            for(j1 = 0; j1 < 8; j1 = j1 + 1) begin: BLOCK1
                wire [j1 : 0] mid;                 
                for(j2 = j1; j2 > 0; j2 = j2 - 1) begin: BLOCK2
                    assign mid[j2] = ( & P[j1 : j2] ) && G[j2-1];
                end
                assign mid[0] = ( & P[j1 : 0] ) && ci;
                assign C[j1] = ( | mid ) || G[j1];
            end
        endgenerate
        assign  s[0] = P[0] ^ ci;
        genvar  i;
        generate
            for(i = 0; i < 7; i = i + 1) begin: BLOCK3
                assign  s[i+1] = P[i+1] ^ C[i];
            end
        endgenerate
        assign  co   = C[7];
endmodule
`timescale 1ns / 1ps
module PC_Controller(
    input [31:0]        imm     ,
    input [31:0]        pc_e    ,
    input [2:0]         zero    ,
    input [2:0]         branch  ,
    input [31:0]        y       ,
    input               clk     ,
    input               rstn    ,
    output reg [31:0]   pc      ,
    output reg [31:0]   npc     ,
    output reg          flush   ,
    input               fstall  ,
    input               stop    
    );
    wire [31:0] tpc;
    wire [31:0] npc1;
    wire [31:0] npc2_0;
    wire  [31:0] npc2;
    always @(*) begin
        if(zero&branch) begin
            npc=npc2;    
            flush=1;         
        end    
        else begin
            if(fstall) begin
                npc=tpc;
            end
            else begin
                npc=npc1;
            end
            flush=0;
        end 
    end
    assign tpc=pc;
    Adder32 add1(
        .a      (tpc),
        .b      (32'b100),
        .ci     (1'b0),
        .s      (npc1),
        .co     ()
    );
    Adder32 add2(
        .a      (pc_e),
        .b      (imm[31:0]),
        .ci     (1'b0),
        .s      (npc2),
        .co     ()
    );
    always @(posedge clk) begin
        if(!rstn) begin
            pc<=0;
        end
        else if(stop) begin
            pc<=pc;
        end
        else begin
            pc<=npc;
        end
    end
endmodule
</file>
<file path="flow/run.sh">
#!/bin/bash
# OpenROAD 26Q1-2900-gdf79404cd8, Yosys 0.63+post, stock flow scripts
make -C /OpenROAD-flow-scripts/flow DESIGN_CONFIG=/design/flow/config.mk WORK_HOME=/design/flow/orfs finish
</file>
<file path="flow/config.mk">
export PLATFORM = sky130hd
export DESIGN_NAME = PC_Controller
export DESIGN_NICKNAME = PC_Controller
export VERILOG_FILES = /design/flow/design.v
export SDC_FILE = /design/flow/constraint.sdc
export NUM_CORES = 4
export LEC_CHECK = 1
export CORE_UTILIZATION = 30
</file>
<file path="flow/constraint.sdc">
current_design PC_Controller

set clk_period 7.1
set clk_io_pct 0.2

create_clock -name clk0 -period $clk_period [get_ports {clk}]

set non_clock_inputs [all_inputs -no_clocks]
set_input_delay [expr $clk_period * $clk_io_pct] -clock clk0 $non_clock_inputs
set_output_delay [expr $clk_period * $clk_io_pct] -clock clk0 [all_outputs]
</file>
==> CHANGELOG.md <==
## Implementation

- CTS tree: built
- Global-route usage over all layers: 16.6%
- Max FFs per register: 32
- DPL Wire Length: 8510 µm
- Pin count of the biggest net entering global routing: 42
- Via count: 3901
- Setup TNS: 0 ns
- RSZ-0062 raised after global routing: no
- Ys Warns: 1
- Combinational power share: 44.9%
- H-tree depth: 2
- CP required: 5.68 ns
- Post-Synthesis Cells: 480
- First-pass GRT wire length: 17000 µm
- Initial antenna violation count: 0
- Comb area: 2910 µm²
- Reg2Reg Depth: 9
- Critical Path AT: 4.75 ns
- Chip area: 13000 µm²
- WL final: 10900 µm
- Area of the core: 12100 µm²
- Worst-Skew Late Latency: 0.27 ns
- WHS Path Cells: 2
- Row count: 40
- CTS Buf Count: 5
- Cycle use final: 86.9%
- Final Critical Period: 6.17 ns
- Initial DRC count: 166
- Antenna diode count: 0
- Biggest regs: pc x32
- Flop area: 641 µm²
- Slew at the pin closest to its max-slew limit: 0.766 ns
- VDD IR max: 0.0883 mV
- Top Metal Used: met4
- Post-placement cell count: 770
- Maxcap violations: 0
- Die height: 114 µm
- Chip Width: 114 µm
- IO buf count: 138
- Worst hold slack: 0.478 ns
- Routed WL per cell: 14.0 µm
- DR WL met2: 4680 µm
- Global route overflow: 0
- P&R area growth vs syn: 43.9%
- Clock Skew: 0.00418 ns
- Dominant flop cell: dfxtp_1
- Setup violations, final: 0
- Final hold vios: 0
- Clock transition at path regs: 0.05 ns
- Sequential Power Share: 27.5%
- Sw Share: 31.4%
- Routed length on met1: 5390 µm
- Log Warnings: 57
- Most frequent logic cell in the layout: clkdlybuf4s50_1
- Post-synth EDFFs: 0
- Worst min path class: flip-flop to flip-flop
- Placed cell areas: 5250 µm²
- Share of post-route cells with drive strength above 1: 6.24%
- Clock network power share: 27.6%
- Post-Layout Cell Count: 777
- Max-slew violations: 0
- Cts repair resizes: 0
- Pre-CTS WS: 0.953 ns
- CTS Buffer Depth: 2
- Most frequent cells in the layout: clkdlybuf4s50_1, nand2_1, nor2_1
- Syn_area_per_cell: 7.83 µm²
- ANT nets after route: 0
- Switching power: 0.256 mW
- GPL Wtd Cong: 0.941
- Fmax: 0.162 GHz
- Count of different cell masters after synthesis: 70
- DRC errors left: 0
- Vias/cell: 5.02
- P_leak: 2.14 nW
- Max_slew headroom: 48.5%
- Post-CTS setup buffers: 0
- Startpoint types: input pin
- Fp util: 31.0%
- Io pins: 171
- Reg with most FFs: pc
- Crit path max fanout: 6
- Status: finished clean
- Final Cell Area: 5410 µm²
- Vias in the first global route: 3509
- Pwr Total: 0.816 mW
- Sequential fraction of the synthesis area: 17.0%
- Setup WS post-layout: 0.931 ns
- Crit. End Element: output port
- Post-synth regs: 32
- Asr flop ratio synth: 0%
- DR pass1 iterations: 4
- Power Density: 151 nW/µm²
- Cell area after synthesis: 3760 µm²
- Yosys Instances: 480
- Met3 Wirelength: 787 µm
- Int Pwr: 0.559 mW
- Yosys stat area: 3760 µm²
- Hold Buf Count CTS: 0
- CP Class: input pin to output port
- Root Buffer: clkbuf_16
- Fillers: 1226
- Clock sinks: 32
- Final Util: 44.6%
## cell usage after synthesis (all sizes together) (7+ instances only)
cell     n  area [µm²]
o21ba    7        70.1
a21oi   26         130
xor2    14         123
inv     17        63.8
nand4    7        73.8
a31oi    7        43.8
nor4     8        95.1
nor2    45         169
o21ai   37         185
a21o     7        52.6
nand2   58         220
nor3    12        60.1
mux2i   19         190
dfxtp   32         641
xnor2   25         219
ha      35         438
clkbuf  16         100
and3     7        48.8
nand3   15        75.1
## cell families after synthesis
kind of cell	synth area share, %
and+or+nand+nor	24.5
AOI/OAI and AO/OA	24.7
xor gates and xnor gates	9.09
buffers and inverters	5.46
adders and majority gates	13.8
DFF	17.0
muxes	5.36
## layer usage
metal,vias to the layer above,global-route usage (%)
met3,4,2.33
li1,2006,-
met5,-,0
met4,0,0.866
met1,1781,26.2
met2,110,25.2
## cell type report
class	instances	area share, %
sequential	32	11.9
inverter	17	1.18
timing repair buffer	144	26.4
multi-input combinational	409	53.9
clock buffer	7	2.82
tap	168	3.89
## path summary, 6_finish.rpt
kind,start,endpoint,slack (ns)
max,imm[12],npc[25],0.93
min reg2reg,pc[0],pc[0],0.48
min,pc[0],pc[0],0.48
max reg2reg,pc[2],pc[24],4.57
## worst max-delay path, cell delays in order
cell	delay, ns
clkdlybuf4s50_1	0.40
ha_1	0.38
and3_1	0.25
a221oi_2	0.23
o21ai_1	0.19
o21bai_2	0.31
o21a_1	0.21
inv_1	0.06
fa_1	0.37
xor2_1	0.19
nand2_1	0.06
o21ai_0	0.11
clkdlybuf4s50_1	0.55
## power by group through the flow
stage	Sequential (mW)	Combinational, mW	Clock (mW)
global route	0.228	0.406	0.237
finish	0.225	0.366	0.225
CTS	0.224	0.371	0.228
Power and IR drop assume default switching activity.
