==> design/flow/design.v <==
`timescale 1ns / 1ps
module ALU(
    input clk,
    input   [31:0]      a0      ,
    input   [31:0]      b0      ,
    input   [31:0]      imm     ,
    input   [31:0]      pc      ,
    input               ALUSrc1 ,    
    input   [1:0]       ALUSrc2 ,    
    input   [1:0]       afwd    ,
    input   [1:0]       bfwd    ,
    input   [31:0]      y       ,
    input   [31:0]      md      ,
    input   [2:0]       ALUOP   ,
    input               sp_sign ,
    input               uors    ,
    output reg [31:0]   result  ,
    output     [2:0]    zero    
    );
    reg [31:0] md_n;
    always @(posedge clk) begin
        md_n<=md;
    end
    parameter ADD      = 3'b000;
    parameter SUB      = 3'b000;
    parameter SLL      = 3'b001;
    parameter SLT      = 3'b010;
    parameter SLTU     = 3'b011;
    parameter XOR      = 3'b100;
    parameter SRL      = 3'b101;
    parameter OR       = 3'b110;
    parameter AND      = 3'b111;
    reg extn;
    reg [31:0] b;
    reg [31:0] a;
    reg [31:0] b00;
    reg [31:0] a00;
    wire [31:0] add_s;
    wire [31:0] sub_s;           
    wire [2:0]  sr;
    wire [2:0]  ur; 
    wire [31:0] lshift_s;
    wire [31:0] rshift_s;
    Adder32 add(
        .a      (a),
        .b      (b),
        .ci     (1'b0),
        .s      (add_s),
        .co     ()
    );
    Suber sub(
        .a      (a),
        .b      (b),
        .s      (sub_s)
    );
    Comparer comparer(
        .a      (a),
        .b      (b),
        .ur     (ur),
        .sr     (sr)
    );
    Shifter Shifter(
        .a      (a),
        .b      (b[4:0]),
        .extn   (extn),
        .lshift_s(lshift_s),
        .rshift_s(rshift_s)
    );
    assign zero=uors?ur:sr;
    always @(*) begin
        case (afwd)
            2'b00: a00=a0;
            2'b01: a00=y;
            2'b10: a00=md;
            2'b11: a00=md_n;
        endcase
        case (bfwd)
            2'b00: b00=b0;
            2'b01: b00=y;
            2'b10: b00=md;
            2'b11: b00=md_n;
        endcase
        case (ALUSrc1)
            1'b0: b=b00;
            1'b1: b=imm;
        endcase
        case (ALUSrc2)
            2'b0: a=a00;
            2'b1: a=pc;
            2'b10:a=32'b0; 
            default: a=a00;
        endcase
        case (ALUOP)
            ADD : begin
                if(sp_sign) result=sub_s;
                else result=add_s;
            end
            SLL :   result=lshift_s;
            SLT :   result=sr[2];
            SLTU:   result=ur[2];
            XOR :   result=a^b;
            SRL :   begin
                if(sp_sign) begin
                    extn=a[31];
                    result=rshift_s;
                end
                else begin
                    extn=1'b0;
                    result=rshift_s;
                end
            end
            OR  :   result=a|b;
            AND :   result=a&b;
            default: result=0;
        endcase
    end
endmodule
`timescale 1ns / 1ps
module Adder32(
    input   [31:0] a,b,
    input         ci,
    output  [31:0] s,
    output        co
    );
    wire c_mid1;
    wire c_mid2;
    wire c_mid3;
    Adder8 add1(
        .a      (a[7:0]),
        .b      (b[7:0]),
        .ci     (ci),
        .s      (s[7:0]),
        .co     (c_mid1)
    );
    Adder8 add2(
        .a      (a[15:8]),
        .b      (b[15:8]),
        .ci     (c_mid1),
        .s      (s[15:8]),
        .co     (c_mid2)
    );
    Adder8 add3(
        .a      (a[23:16]),
        .b      (b[23:16]),
        .ci     (c_mid2),
        .s      (s[23:16]),
        .co     (c_mid3)
    );
    Adder8 add4(
        .a      (a[31:24]),
        .b      (b[31:24]),
        .ci     (c_mid3),
        .s      (s[31:24]),
        .co     (co)
    );
endmodule
`timescale 1ns / 1ps
module Adder8(
    input   [7:0] a,b,
    input         ci,
    output  [7:0] s,
    output        co
    );
        wire    [7:0] C;
        wire    [7:0] G;
        wire    [7:0] P;
        assign  G = a & b;
        assign  P = a ^ b;
        genvar j1;
        genvar j2;
        generate
            for(j1 = 0; j1 < 8; j1 = j1 + 1) begin: BLOCK1
                wire [j1 : 0] mid;                 
                for(j2 = j1; j2 > 0; j2 = j2 - 1) begin: BLOCK2
                    assign mid[j2] = ( & P[j1 : j2] ) && G[j2-1];
                end
                assign mid[0] = ( & P[j1 : 0] ) && ci;
                assign C[j1] = ( | mid ) || G[j1];
            end
        endgenerate
        assign  s[0] = P[0] ^ ci;
        genvar  i;
        generate
            for(i = 0; i < 7; i = i + 1) begin: BLOCK3
                assign  s[i+1] = P[i+1] ^ C[i];
            end
        endgenerate
        assign  co   = C[7];
endmodule
`timescale 1ns / 1ps
module Comparer(
    input [31:0]        a,
    input [31:0]        b,
    output [2:0]        ur,
    output [2:0]        sr
    );
    wire [31:0]         s;
    wire               co;
    reg         ug;
    reg         ul;
    reg         sg;
    reg         sl;
    Adder32  adder(
        .a             (a),
        .b             (~b),
        .ci            (1'b1),
        .s             (s),
        .co            (co)
    );
    always @(*) begin
        if(!s) begin
            {ug,ul,sg,sl}=4'b0000;
        end
        else begin
            if(co)
                {ug,ul}=2'b10;
            else
                {ug,ul}=2'b01;
            case({a[31],b[31]})
            2'b00:         {sg,sl}={ug,ul};
            2'b01:         {sg,sl}=2'b10;
            2'b10:         {sg,sl}=2'b01;
            2'b11:         {sg,sl}={ug,ul};
            endcase
        end
    end
    assign ur={ul,~(ul|ug),ug};
    assign sr={sl,~(sl|sg),sg};
endmodule
`timescale 1ns / 1ps
module Shifter(
    input [31:0]  a,
    input [4:0]  b,
    input         extn,
    output reg [31:0] lshift_s,
    output reg [31:0] rshift_s
    );
    reg [31:0] l_mid;
    reg [31:0] r_mid;
    always @(*) begin
        case (b[2:0])
            3'd0: begin
                l_mid=a;
                r_mid=a;
            end
            3'd1: begin
                l_mid={a[30:0],1'b0};
                r_mid={extn,a[31:1]};
            end
            3'd2: begin
                l_mid={a[29:0],{2{1'b0}}};
                r_mid={{2{extn}},a[31:2]};
            end
            3'd3: begin
                l_mid={a[28:0],{3{1'b0}}};
                r_mid={{3{extn}},a[31:3]};
            end
            3'd4: begin
                l_mid={a[27:0],{4{1'b0}}};
                r_mid={{4{extn}},a[31:4]};
            end
            3'd5: begin
                l_mid={a[26:0],{5{1'b0}}};
                r_mid={{5{extn}},a[31:5]};
            end
            3'd6: begin
                l_mid={a[25:0],{6{1'b0}}};
                r_mid={{6{extn}},a[31:6]};
            end
            3'd7: begin
                l_mid={a[24:0],{7{1'b0}}};
                r_mid={{7{extn}},a[31:7]};
            end
        endcase
        case (b[4:3])
            3'd0: begin
                lshift_s=l_mid;
                rshift_s=r_mid;
            end
            3'd1: begin
                lshift_s={l_mid[23:0],{8{1'b0}}};
                rshift_s={{8{extn}},r_mid[31:8]};
            end
            3'd2: begin
                lshift_s={l_mid[15:0],{16{1'b0}}};
                rshift_s={{16{extn}},r_mid[31:16]};
            end
            3'd3: begin
                lshift_s={l_mid[7:0],{24{1'b0}}};
                rshift_s={{24{extn}},r_mid[31:24]};
            end
        endcase
    end
endmodule
`timescale 1ns / 1ps
module Suber(
    input   [31:0] a,b,
    output  [31:0] s
    );
    wire [31:0] s_mid;
    Adder32 add(
        .a      (a),
        .b      (~b),
        .ci     (1'b1),
        .s      (s),
        .co     ()
    );
endmodule
==> design/flow/run.sh <==
#!/bin/bash
# OpenROAD 26Q1-2900-gdf79404cd8, Yosys 0.63+post, stock flow scripts
make -C /OpenROAD-flow-scripts/flow DESIGN_CONFIG=/design/flow/config.mk WORK_HOME=/design/flow/orfs finish
==> design/flow/config.mk <==
export PLATFORM = sky130hd
export DESIGN_NAME = ALU
export DESIGN_NICKNAME = ALU
export VERILOG_FILES = /design/flow/design.v
export SDC_FILE = /design/flow/constraint.sdc
export NUM_CORES = 4
export LEC_CHECK = 1
export CORE_UTILIZATION = 40
==> design/flow/constraint.sdc <==
current_design ALU

set clk_period 20.5
set clk_io_pct 0.2

create_clock -name clk0 -period $clk_period [get_ports {clk}]

set non_clock_inputs [all_inputs -no_clocks]
set_input_delay [expr $clk_period * $clk_io_pct] -clock clk0 $non_clock_inputs
set_output_delay [expr $clk_period * $clk_io_pct] -clock clk0 [all_outputs]
==> results.yml <==
# physical design summary
timing:
  max_freq_mhz: 63.3
  relSlewSlack_pct: 39.2
  hold_slack_ps: 4320
  timing.final.crit_share_pct: 77.1
  unclocked_regs: 1
  unconstrained_endpoints: 1
  min_period_ps: 15800
  hold_viol: 0
  drv_slew: 0
  layout_setup_ws_ps: 4700
  tightest_slew_ps: 890
  rsz0062_at_grt: "no"
  setup_viol: 0
  fin_setup_tns_ps: 0
placement:
  gp_congestion: 1.05
  dp.final_hpwl_mm: 53.3
  placedInstanceArea_mm2: 0.0151
  place_ws_ps: 4780
  numPortBuffers: 239
synth:
  yosys.area_share.simple_pct: 19.4
  aoi_share_pct: 35.6
  synth_cell_types: 98
  synth.avg_cell_area_um2: 7.07
  yosys.area_share.adder_pct: 10.9
  mux_share_pct: 17.7
  synth_cells: 1797
  netlist_area_mm2: 0.0127
  flop_cell: "dfxtp_1"
  yosys_cells: 1797
  synth_async_sr_flop_share_pct: 0
  xor_area_share_pct: 2.27
  edf_count: 0
  ys_warn_count: 3
  ys_ff: 33
  logic_family: "AND-OR/OR-AND gates"
  yosysChipArea_mm2: 0.0127
finish:
  layout.area.comb_mm2: 0.0109
  layout-drive-gt1-share_pct: 9.83
  areaGrowthSynthToFinish_pct: 20.1
  fill_cells: 3105
  final_area_mm2: 0.0153
  regArea_um2: 656
  lay_top_count: "clkdlybuf4s50_1"
  layout_top_cells: "clkdlybuf4s50_1, nor2_1, a21oi_1, nand2_1, o21ai_0"
critical_path:
  critPathSlowestCell: "clkdlybuf4s50_1"
  cp.arrival_ps: 11700
  critPathMaxStageDelay_ps: 1020
  required_ps: 16400
  cp_max_fo: 13
  start_kind: "primary input"
  path_class: "primary input to output pin"
  critical_path.endpoint_type: "output pin"
  crit_family: "simple AND/OR/NAND/NOR gates"
  worst-path-buf-inv: 4
  cp_cell_sequence: "clkdlybuf4s50_1 -> mux4_2 -> mux2i_2 -> inv_1 -> ha_1 -> nor3b_1 -> o311a_1 -> o31ai_1 -> nand3_2 -> nand3_1 -> nand2_1 -> inv_1 -> fa_1 -> nand2_1 -> or4_1 -> a21oi_1 -> nor4bb_1 -> nand4_1 -> nor4_1 -> and4_1 -> nand4_1 -> nor4_2 -> a31o_1 -> clkdlybuf4s50_1"
global_route:
  grt_pass1_wl_mm: 98.2
  grt_use_total_pct: 41.3
  grt_pass1_vias: 14830
  gr-total-overflow: 0
  antenna_found_initial: 1
  grt_max_degree: 82
power:
  p_leak_nw: 6.01
  pwr-share-clk_pct: 8.6
  pwr-share-seq_pct: 8.0
  power_density_mw_per_mm2: 55.8
  power.total_mw: 0.851
  vdd_drop_max_mv: 0.0562
  pwr-share-comb_pct: 83.4
  netSwitchingFraction_pct: 56.1
  p_sw_mw: 0.477
  internal_power_mw: 0.373
floorplanning:
  chipArea_mm2: 0.0325
  num_io_pins: 240
  initial_utilization_pct: 41.1
  die_height_um: 180
  coreArea_mm2: 0.0309
  die_w_um: 180
  rows: 64
routing:
  drc_errors: 0
  avgViaCountPerCell: 6.76
  firstDrtPassIters: 6
  initialDrtViolationCount: 1968
  drtAntennaViolNets: 0
  wire_per_inst_um: 28.9
  vias: 15749
  finalWirelength_mm: 67.3
clocking:
  cts_max_level: 2
  cts_setup_buffers: 0
  ctsHoldBuffers: 0
  cts_inserted_buffers: 5
  cts_tree: "yes"
  cts_resized: 0
  clockBufferDepth: 2
  clk_pin_slew_worst_paths_ps: 50
  clk_root_buffer_cell: "clkbuf_16"
min_path:
  hold_class: "primary input to register"
flow_run:
  openroad.warnings: 91
  maxCapViolCount: 0
run_status:
  status: "completed"
## sequential cells by signal, indices dropped and copies added (netlist names)
name  count
extn      1
md_n     32
## per-layer routing
layer | global-route usage [%] | up-vias | share of wire [%]
li1 | - | 7033 | -
met1 | 57.1 | 7371 | 40
met2 | 63.1 | 1191 | 44
met3 | 11.0 | 154 | 12
met4 | 13.4 | 0 | 3.9
met5 | 0 | - | 0
## worst paths after layout
path              startpoint          endpoint  slack, ps  depth (start not counted)
setup / recovery     afwd[0]           zero[1]       4700                         24
hold / removal        md[27]  md_n[27]$_DFF_P_       4320                          1
## synth_stat cells (39+ instances only)
| master | n | area share (%) |
|---|---|---|
| clkbuf_1 | 78 | 2.3 |
| ha_1 | 99 | 9.7 |
| inv_1 | 89 | 2.6 |
| a21oi_1 | 170 | 6.7 |
| nor2_1 | 216 | 6.4 |
| mux2_2 | 39 | 3.5 |
| o21ai_0 | 137 | 5.4 |
| mux2i_1 | 72 | 5.7 |
| mux4_2 | 45 | 8.0 |
| o22ai_1 | 49 | 2.4 |
| buf_2 | 42 | 1.7 |
| nand2_1 | 144 | 4.3 |
## stage by stage
stage                     utilization [%]  instances
final                                49.4       2329
after global routing                 49.4       2329
after CTS                            49.4       2328
after detailed placement             48.9       2321
after global placement               48.9       2321
after floorplan                         -       1797
## layout make-up
| cell class | count | share of cell area, % |
|---|---|---|
| repair buffers | 278 | 17.5 |
| multi-input cells | 1511 | 71.5 |
| inverters | 103 | 2.60 |
| clock inverters | 1 | 0.0328 |
| well taps | 396 | 3.25 |
| clock buffers | 6 | 0.845 |
| flip-flops and latches | 33 | 4.30 |
| diodes | 1 | 0.0164 |
## power groups by stage
stage	logic, mW	clock network [mW]	registers [mW]
CTS	0.684	0.0740	0.0679
finish	0.710	0.0731	0.0680
global route	0.751	0.0763	0.0683
## kinds of logic after synthesis
family                     count (synthesis)
and+or+nand+nor                          533
buffers and inverters                    253
adders and majority gates                106
latches                                    1
AOI/OAI and AO/OA                        678
muxes                                    161
xor gates and xnor gates                  33
DFF                                       32
No activity file was given, so power comes from the tool's default toggle rates.
