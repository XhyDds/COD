File: /design/flow/run.sh
#!/bin/bash
# OpenROAD 26Q1-2900-gdf79404cd8, Yosys 0.63+post, stock flow scripts
make -C /OpenROAD-flow-scripts/flow DESIGN_CONFIG=/design/flow/config.mk WORK_HOME=/design/flow/orfs finish
File: /design/flow/config.mk
export PLATFORM = sky130hd
export DESIGN_NAME = RegisterFile
export DESIGN_NICKNAME = RegisterFile
export VERILOG_FILES = /design/flow/design.v
export SDC_FILE = /design/flow/constraint.sdc
export NUM_CORES = 4
export LEC_CHECK = 1
export CORE_UTILIZATION = 30
File: /design/flow/constraint.sdc
current_design RegisterFile

set clk_period 5.1
set clk_io_pct 0.2

create_clock -name clk0 -period $clk_period [get_ports {clk}]

set non_clock_inputs [all_inputs -no_clocks]
set_input_delay [expr $clk_period * $clk_io_pct] -clock clk0 $non_clock_inputs
set_output_delay [expr $clk_period * $clk_io_pct] -clock clk0 [all_outputs]
File: /design/flow/design.v
`timescale 1ns / 1ps
module RegisterFile(
        input                clk,             
        input [4:0]          ra0,ra1,         
        input [4:0]          wa,              
        input [31:0]         wd,              
        input                we,              
        output  [31:0]    rd0,rd1          
    );
    reg [31:0] rf [0:31];                     
    initial begin
        rf[ 0]=32'h0000;
        rf[ 1]=32'h0000;
        rf[ 2]=32'h0000;
        rf[ 3]=32'h0000;
        rf[ 4]=32'h0000;
        rf[ 5]=32'h0000;
        rf[ 6]=32'h0000;
        rf[ 7]=32'h0000;
        rf[ 8]=32'h0000;
        rf[ 9]=32'h0000;
        rf[10]=32'h0000;
        rf[11]=32'h0000;
        rf[12]=32'h0000;
        rf[13]=32'h0000;
        rf[14]=32'h0000;
        rf[15]=32'h0000;
        rf[16]=32'h0000;
        rf[17]=32'h0000;
        rf[18]=32'h0000;
        rf[19]=32'h0000;
        rf[20]=32'h0000;
        rf[21]=32'h0000;
        rf[22]=32'h0000;
        rf[23]=32'h0000;
        rf[24]=32'h0000;
        rf[25]=32'h0000;
        rf[26]=32'h0000;
        rf[27]=32'h0000;
        rf[28]=32'h0000;
        rf[29]=32'h0000;
        rf[30]=32'h0000;
        rf[31]=32'h0000;
    end
    assign    rd0=rf[ra0];
    assign    rd1=rf[ra1];
    always @(posedge clk) begin
        if(we) rf[wa] <= wd;                  
    end 
endmodule
==> reports/results.ini <==
[critical_path]
crit_chain = clkdlybuf4s50_1, nor2b_4, buf_4, a22o_1, nor3_1, a31oi_1, nand3_1, clkdlybuf4s50_1
path_class = in -> out
cp_slowest_cell = clkdlybuf4s50_1
worst-path-max-fanout = 17
max_stage_delay_ns = 0.69
critPathCaptureType = output port
worstPathArrival_ns = 3.88
start_kind = input port
crit_top_cell = clkdlybuf4s50_1
worstPathRequired_ns = 4.08

[die]
die-height_um = 405.3
io_pins = 113
design.core.area_um2 = 160900
dieArea_um2 = 164200
fp_util = 0.3032
die_width_um = 405.3
num_rows = 147

[pwr]
p_switching_mw = 4.392
comb_power_share = 0.098
sw_frac_of_total = 0.2373
power_leakage_nw = 20.56
p_clk_frac = 0.394
irDropWorstVdd_mv = 0.2768
p_seq_frac = 0.508
p_total_mw = 18.51
internal_power_mw = 14.11
p_per_area_nw_per_um2 = 325.2

[timing]
period_used_share = 0.9608
min_period_ns = 4.900
hold_ws_ns = 1.134
setup_slack_ns = 0.1999
fmax_ghz = 0.2041
setup_viol = 0
tns_ns = 0
tightest_slew_ns = 0.9585
slew_violations = 0
hold_viol_final = 0
rsz0062_at_grt = false
relSlewSlack = 0.3595

[clock_network]
cts_tree = done
hold_buffers = 0
cts_buffer_depth = 3
path_clk_slew_ns = 0.06
postCtsSetupBuffers = 0
cts_root_buf = clkbuf_16
htreeDepth = 3
clock-sinks = 1024
cts_resized = 0
cts_made_buffers = 100

[logic_synthesis]
synthesis.area_um2 = 48790
topCellsByArea = edfxtp_1 63%, mux2i_1 21%, a22oi_1 3.0%
top_area_cell = edfxtp_1
top_cell_area_share = 0.6303
yosys-stat-cells = 3386
yosysWarnings = 1
post_synth_num_cell_types = 23
numSynthFlops = 1024
avgSynthCellArea_um2 = 14.41
synthCells = 3386
ys_seq_frac = 0.6303
yosysChipArea_um2 = 48790

[global_route]
grt_pass1_vias = 32140
grt-ovfl-total = 0
grt_max_degree = 71
grt_antenna_before_repair = 11
grt_pass1_wl_mm = 221.8
grt_usage = 0.1976

[cells_and_area]
top_register = rf
drive_gt1_frac = 0.1056
fillerInstances = 15060
largest_register_ffs = 1024
area_delta_synth_final_pct = 16.64
top_regs = rf x1024
logic_area_um2 = 16780
seq_area_um2 = 30750

[placed_design]
gp_congestion = 0.8824
port_buffers = 112
place_ws_ns = 0.2166
dpl.hpwl_mm = 90.18

[detailed_routing]
drtPass1Iterations = 8
drc = 0
drt_first_iter_violations = 2106
drt_wl_total_mm = 155.0
diodes = 0
wl_per_cell_um = 26.83
dr_total_vias = 31200
viasPerCell = 5.400
postRouteAntennaNets = 0

[worst_hold_path]
whs_path_depth = 2
worstHoldEndpoint = rf[29][17]
hp-class = in -> reg
min_from = wd[17]

[flow_run]
maxCapViolations = 0
tool_warnings = 26

[status]
outcome = completed

## worst max-delay path: cells and delay by family
kind | cells | cell delay, ns
compound gates | 2 | 0.51
simple gates | 3 | 0.81
buf+inv | 3 | 1.51
## kinds of logic (layout without fill, tap and decap cells)
family,after synthesis,count (layout),synth area share
buffers and inverters,253,484,0.03211
and+or+nand+nor,509,509,0.04714
AOI/OAI and AO/OA,576,576,0.08042
muxes,1024,1024,0.2101
DFF,1024,1024,0.6303
## cells in the mapped netlist
cell      instances
buf_1             1
and2_1            2
nor3_1           64
nand2b_1          4
mux2i_1        1024
nand3b_1          5
clkbuf_4          4
nand3_1         194
nor2_1           35
or3b_2            3
a21oi_1         192
nand2_1         195
clkbuf_1         86
edfxtp_1       1024
or2_2             2
buf_4            47
nor2b_1           4
or3_1             1
a22o_1          128
buf_6            45
a22oi_1         192
a31oi_1          64
buf_2            70
## metal layers
layer | wire, um | share of wire | global-route usage | up-vias
met5 | 258 | 0.0017 | 0.005055 | -
met4 | 5787 | 0.037 | 0.06087 | 26
met3 | 21790 | 0.14 | 0.1161 | 329
met2 | 71440 | 0.46 | 0.2999 | 1766
met1 | 55730 | 0.36 | 0.2394 | 15380
li1 | - | - | - | 13700
## worst max path at each step
| stage | from | endpoint | slack, ns |
|---|---|---|---|
| CTS | ra0[2] | rd0[1] | 0.21 |
| global route | ra0[2] | rd0[30] | 0.13 |
| finish | ra0[2] | rd0[1] | 0.20 |
## cell usage in the layout, fill, tap and decap left out, types with 5 or more instances in the layout
cell                n
clkdlybuf4s50_1   110
clkbuf_16         100
a21oi_1           192
edfxtp_1         1024
clkinv_2           23
a22o_1            128
nand3b_1            5
nand3_1           194
clkbuf_1           23
nor2_4             34
clkinvlp_4          5
a22oi_1           192
nand2_1           193
mux2i_1          1024
clkinv_1           20
bufinv_16           8
buf_12             78
nor3_1             64
buf_4             108
a31oi_1            64
## power by group through the flow
stage | clock network, mW | logic [mW] | registers [mW]
6_report | 7.28 | 1.82 | 9.40
5_1_grt | 7.69 | 1.93 | 9.41
4_1_cts | 7.38 | 1.81 | 9.40
## metrics by stage
stage	instances	util	cell area [um2]
floorplan	3386	-	48790
global placement	5591	0.3339	53730
detailed placement	5591	0.3339	53730
CTS	5777	0.3536	56910
global route	5777	0.3536	56910
finish	5777	0.3536	56910
## final cells by class
class / instances / area share
tap: 2160 / 0.04749
clock inverter: 63 / 0.01027
sequential: 1024 / 0.5403
clock buffer: 123 / 0.04549
multi-input combinational: 2109 / 0.2948
timing repair buffer: 298 / 0.06156
Power and IR drop assume default switching activity.
